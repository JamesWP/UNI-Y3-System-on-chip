===== /design/flow/config.mk =====
export PLATFORM = sky130hd
export DESIGN_NAME = drawing_mux_8
export DESIGN_NICKNAME = drawing_mux_8
export VERILOG_FILES = /design/flow/design.v
export SDC_FILE = /design/flow/constraint.sdc
export NUM_CORES = 4
export LEC_CHECK = 1
export CORE_AREA = 10 10 311 311
export DIE_AREA = 0 0 321 321

===== /design/flow/constraint.sdc =====
current_design drawing_mux_8

set clk_period 9.9
set clk_io_pct 0.2

create_clock -name clk0 -period $clk_period [get_ports {clk}]

set non_clock_inputs [all_inputs -no_clocks]
set_input_delay [expr $clk_period * $clk_io_pct] -clock clk0 $non_clock_inputs
set_output_delay [expr $clk_period * $clk_io_pct] -clock clk0 [all_outputs]

===== /design/flow/design.v =====
module drawing_mux_8(   input  wire        clk,
		    input  wire        req0,
		    output wire        ack0,
		    input  wire        rnw0,
		    input  wire [17:0] addr0,
		    input  wire  [3:0] nbyte0,
		    input  wire [31:0] data0,
		    output wire [31:0] rd_data0,
		    input  wire        req1,
		    output wire        ack1,
		    input  wire        rnw1,
		    input  wire [17:0] addr1,
		    input  wire  [3:0] nbyte1,
		    input  wire [31:0] data1,
		    output wire [31:0] rd_data1,
		    input  wire        req2,
		    output wire        ack2,
		    input  wire        rnw2,
		    input  wire [17:0] addr2,
		    input  wire  [3:0] nbyte2,
		    input  wire [31:0] data2,
		    output wire [31:0] rd_data2,
		    input  wire        req3,
		    output wire        ack3,
		    input  wire        rnw3,
		    input  wire [17:0] addr3,
		    input  wire  [3:0] nbyte3,
		    input  wire [31:0] data3,
		    output wire [31:0] rd_data3,
		    input  wire        req4,
		    output wire        ack4,
		    input  wire        rnw4,
		    input  wire [17:0] addr4,
		    input  wire  [3:0] nbyte4,
		    input  wire [31:0] data4,
		    output wire [31:0] rd_data4,
		    input  wire        req5,
		    output wire        ack5,
		    input  wire        rnw5,
		    input  wire [17:0] addr5,
		    input  wire  [3:0] nbyte5,
		    input  wire [31:0] data5,
		    output wire [31:0] rd_data5,
		    input  wire        req6,
		    output wire        ack6,
		    input  wire        rnw6,
		    input  wire [17:0] addr6,
		    input  wire  [3:0] nbyte6,
		    input  wire [31:0] data6,
		    output wire [31:0] rd_data6,
		    input  wire        req7,
		    output wire        ack7,
		    input  wire        rnw7,
		    input  wire [17:0] addr7,
		    input  wire  [3:0] nbyte7,
		    input  wire [31:0] data7,
		    output wire [31:0] rd_data7,
		    output wire        de_req,
		    input  wire        de_ack,
		    output wire        de_rnw,
		    output wire [17:0] de_addr,
		    output wire  [3:0] de_nbyte,
		    output wire [31:0] de_data,
		    input  wire [31:0] de_rd_data);
reg  [2:0] pending_req;
reg  [2:0] current_req;
reg  [7:0] current_ack;
reg        mux_rnw;
reg [17:0] mux_addr;
reg  [3:0] mux_nbyte;
reg [31:0] mux_data;
assign #2 de_req = req7 | req6 | req5 | req4 | req3 | req2 | req1 | req0;
assign #2 ack7 = current_ack[7];
assign #2 ack6 = current_ack[6];
assign #2 ack5 = current_ack[5];
assign #2 ack4 = current_ack[4];
assign #2 ack3 = current_ack[3];
assign #2 ack2 = current_ack[2];
assign #2 ack1 = current_ack[1];
assign #2 ack0 = current_ack[0];
assign #2 de_rnw   = mux_rnw;
assign #2 de_addr  = mux_addr;	 
assign #2 de_nbyte = mux_nbyte;	 
assign #2 de_data  = mux_data;	 
assign #2 rd_data0 = de_rd_data;
assign #2 rd_data1 = de_rd_data;
assign #2 rd_data2 = de_rd_data;
assign #2 rd_data3 = de_rd_data;
assign #2 rd_data4 = de_rd_data;
assign #2 rd_data5 = de_rd_data;
assign #2 rd_data6 = de_rd_data;
assign #2 rd_data7 = de_rd_data;
always @ (req7, req6, req5, req4, req3, req2, req1, req0)
casex ({req7, req6, req5, req4, req3, req2, req1, req0})
  8'bxxxx_xxx1: pending_req = 0;
  8'bxxxx_xx10: pending_req = 1;
  8'bxxxx_x100: pending_req = 2;
  8'bxxxx_1000: pending_req = 3;
  8'bxxx1_0000: pending_req = 4;
  8'bxx10_0000: pending_req = 5;
  8'bx100_0000: pending_req = 6;
  8'b1000_0000: pending_req = 7;
  default: pending_req = 0;
endcase
always @ (pending_req, addr0, nbyte0, data0, addr1, nbyte1, data1,
                       addr2, nbyte2, data2, addr3, nbyte3, data3,
                       addr4, nbyte4, data4, addr5, nbyte5, data5,
                       addr6, nbyte6, data6, addr7, nbyte7, data7)
case (pending_req)
  0: begin			 
     mux_rnw   = rnw0;
     mux_addr  = addr0;
     mux_nbyte = nbyte0;
     mux_data  = data0;
     end
  1: begin
     mux_rnw   = rnw1;
     mux_addr  = addr1;
     mux_nbyte = nbyte1;
     mux_data  = data1;
     end
  2: begin
     mux_rnw   = rnw2;
     mux_addr  = addr2;
     mux_nbyte = nbyte2;
     mux_data  = data2;
     end
  3: begin
     mux_rnw   = rnw3;
     mux_addr  = addr3;
     mux_nbyte = nbyte3;
     mux_data  = data3;
     end
  4: begin
     mux_rnw   = rnw4;
     mux_addr  = addr4;
     mux_nbyte = nbyte4;
     mux_data  = data4;
     end
  5: begin
     mux_rnw   = rnw5;
     mux_addr  = addr5;
     mux_nbyte = nbyte5;
     mux_data  = data5;
     end
  6: begin
     mux_rnw   = rnw6;
     mux_addr  = addr6;
     mux_nbyte = nbyte6;
     mux_data  = data6;
     end
  7: begin
     mux_rnw   = rnw7;
     mux_addr  = addr7;
     mux_nbyte = nbyte7;
     mux_data  = data7;
     end
  default: begin
     mux_rnw   = 1'b0;
     mux_addr  = 18'hxxxxx;
     mux_nbyte = 4'hf;
     mux_data  = 32'hxxxxxxxx;
     end
endcase
always @ (posedge clk)		 
if (!de_ack) current_req <= pending_req;
always @ (de_ack, current_req)
case (current_req)
  0: current_ack = {1'b0, 1'b0, 1'b0, 1'b0, 1'b0, 1'b0, 1'b0, de_ack};
  1: current_ack = {1'b0, 1'b0, 1'b0, 1'b0, 1'b0, 1'b0, de_ack, 1'b0};
  2: current_ack = {1'b0, 1'b0, 1'b0, 1'b0, 1'b0, de_ack, 1'b0, 1'b0};
  3: current_ack = {1'b0, 1'b0, 1'b0, 1'b0, de_ack, 1'b0, 1'b0, 1'b0};
  4: current_ack = {1'b0, 1'b0, 1'b0, de_ack, 1'b0, 1'b0, 1'b0, 1'b0};
  5: current_ack = {1'b0, 1'b0, de_ack, 1'b0, 1'b0, 1'b0, 1'b0, 1'b0};
  6: current_ack = {1'b0, de_ack, 1'b0, 1'b0, 1'b0, 1'b0, 1'b0, 1'b0};
  7: current_ack = {de_ack, 1'b0, 1'b0, 1'b0, 1'b0, 1'b0, 1'b0, 1'b0};
  default: current_ack = 8'b00000000;
endcase
endmodule

===== /design/flow/run.sh =====
#!/bin/bash
# OpenROAD 26Q1-2900-gdf79404cd8, Yosys 0.63+post, stock flow scripts
make -C /OpenROAD-flow-scripts/flow DESIGN_CONFIG=/design/flow/config.mk WORK_HOME=/design/flow/orfs finish

==> ds_physical_params.txt <==
Implementation parameters

Parameter                              Value

Place
  Cell total after placement .................. 2219
  Port Buffers .................. 513
  Half-perimeter wire length after placement .................. 43500 µm
  Routability-driven placement congestion ratio .................. 0.928

Yosys
  Top-area cell share .................. 0.367
  Cell with the most instances after synthesis .................. buf_4
  Top cells by area .................. buf_4 37%, nand2_1 12%, a41oi_1 9.1%
  Cells in synth_stat.txt .................. roughly 830
  Number of library cell types mapped by synthesis .................. 27
  Main flop type .................. edfxtp_1
  Number of synthesized register bits .................. 7
  Synth top cells by count .................. 259 x buf_4, 171 x nand2_1, 61 x a22oi_1, 61 x nor2_1
  Post-synthesis cell count .................. 828
  Flip-flops with a built-in enable .................. 7
  Chip area from the yosys synthesis statistics .................. 0.00530 mm²
  Synthesized area per cell .................. 6.40 µm²
  Synthesized cell area .................. between 0.005 and 0.006 mm²
  Count of synthesis-stage warnings from yosys .................. 1
  Sequential fraction of the synthesis area .................. 0.0397
  Post-synthesis cell type with the largest combined area .................. buf_4
  Async set or reset register ratio after synthesis .................. 0

Power
  Proportion of power drawn by combinational gates .................. 0.788
  P per Cell Area .................. 48.5 mW/mm²
  Worst supply voltage drop on vdd .................. 0.0215 mV
  Clock power share .................. 0.139
  Leakage power .................. slightly above 3 nW
  Net switching power .................. 0.161 mW
  Sequential power share .................. 0.073
  Total internal power .................. about 0.32 mW
  Net switching share of the total power .................. 0.331

Clock network
  Buffer cell driving the clock tree root .................. clkbuf_16
  CTS sink count .................. 7
  Post CTS Setup Buffer Count .................. 0
  CTS tree .................. yes
  Cts hold-fix bufs .................. 0
  Total of cells resized after clock tree synthesis .................. 0
  Reg clk slew, reported paths .................. 30 ps
  Maximum count of clock buffers along a single path .................. 2
  Num CTS Buffers .................. 3
  Max H-tree Level .................. 1

Floorplanning
  Die boundary width .................. 321 µm
  Pre-placement core utilization .................. 0.0589
  Die Footprint .................. 0.103 mm²
  Floorplan row count .................. 110
  Placeable core region .................. 0.0900 mm²
  Ports placed on the boundary .................. between 800 and 900
  Vertical die size .................. 321 µm

Timing
  Number of failing setup endpoints in the final timing report .................. 0
  Max Clk Rate .................. 0.126 GHz
  Final hold violations .................. 0
  Final Max Tran Viols .................. 0
  Minimum clock period after layout .................. 7970 ps
  Worst Tran Pin Value .................. a little under 900 ps
  Slew Limit Headroom .................. 0.422
  Total negative setup slack .................. 0 ps
  Share of the clock period used by the worst path after layout .................. 0.805
  Setup repair after global routing missed its margin .................. no
  WHS .................. 2600 ps

Routing
  Total via count after detailed routing .................. between 7k and 8k
  WL/cell .................. 22.2 µm
  Vias per std cell .................. 3.23
  WL final .................. 49400 µm
  Number of antenna-violating nets in the routed design .................. 0
  Count of routing violations after the opening detailed-route iteration .................. 435
  Detailed-route DRC error count .................. 0
  Detailed Routing Iterations Pass 1 .................. 10

Layout
  Final non-filler cell total .................. 2224
  Area Overhead vs Synth .................. 89.0%
  Share of layout cells above drive strength 1 .................. 0.0382
  Final core area utilization .................. 0.111

Critical path
  Kind of launch point of the worst setup path .................. primary input
  Crit. End Element .................. output port
  Required time worst endpoint .................. 7920 ps
  WP data arrival .................. 5990 ps
  Kind of critical path .................. primary input to output port
  Maximum fanout along the worst path .................. 34

Global route
  Total gr overflow .................. 0
  Global-route usage over all layers .................. 0.0900
  Largest net degree at the start of global routing .................. 62
  Wire length of the first global-routing pass .................. roughly 64000 µm
  Vias in the first global route .................. approximately 7.8k
  Antenna violations before repair .................. 11

Run status
  Status .................. finished clean

Run
  Max-cap violations .................. 0
  Stage-log warning count .................. 25

Hold path
  Worst min-delay path class .................. primary input to flop
-- final cells by class --
class                   count  area [µm²]
multi-input cells         493        2900
well taps                1176        1470
inverters                   4        15.0
diodes                      1        2.50
flip-flops and latches      7         210
repair buffers            539        5330
clock buffers               4        78.8
fillers                 10505       80000
-- logic make-up after synthesis --
group	Yosys count	share of synthesized area
AND-OR/OR-AND	234	0.341
buffers and inverters	328	0.419
flip-flops	7	0.0397
AND/OR/NAND/NOR	259	0.200
-- power groups by stage --
stage | clock (mW) | sequential, mW | combinational, mW
5_1_grt | 0.0706 | 0.0359 | 0.411
6_report | 0.0675 | 0.0356 | 0.382
4_1_cts | 0.0685 | 0.0357 | 0.391
-- per-layer routing --
layer | wire [µm] | global-route usage
met1 | 19900 | 0.106
met4 | 1200 | 0.0199
met3 | 6940 | 0.0505
met5 | 81 | 0
met2 | 21300 | 0.142
-- worst paths after layout --
| check | from | endpoint | slack, ps | cells past startpoint |
|---|---|---|---|---|
| min | req1 | flop | 2600 | 4 |
| max | req2 | de_data[9] | 1930 | 8 |
-- worst max-delay path: stages --
cell	delay, ps
clkdlybuf4s50_1	430
buf_4	220
or4_1	790
nor2_4	780
buf_12	280
a22oi_1	130
a41oi_1	580
clkdlybuf4s50_1	680
-- cell usage in the layout, fill, tap and decap left out --
cell / Yosys / layout
buf_2: 14 / 1
nor2b_1: 1 / 1
diode_2: 0 / 1
and3b_1: 1 / 1
nor4_1: 1 / 1
edfxtp_1: 7 / 7
a21o_1: 7 / 7
nor4b_1: 1 / 1
a22oi_1: 61 / 61
a222oi_1: 43 / 43
or4_1: 3 / 3
clkbuf_16: 0 / 3
a2bb2oi_1: 12 / 12
a31oi_4: 0 / 1
a41oi_1: 55 / 55
or2_2: 2 / 2
nor3b_4: 1 / 1
clkbuf_1: 46 / 1
nor2_1: 61 / 59
nand2_1: 171 / 171
buf_12: 0 / 1
nand3_1: 6 / 6
o21ai_0: 55 / 55
nand2b_1: 1 / 1
inv_1: 4 / 4
buf_4: 259 / 27
and2_1: 8 / 8
clkdlybuf4s50_1: 0 / 510
nor2_4: 1 / 4
-- metrics by stage --
stage | total power [mW] | cell area (µm²) | worst slack (ps)
global placement | 0.426 | 9930 | 1730
detailed placement | 0.425 | 9930 | 1710
finish | 0.486 | 10000 | 1930
global route | 0.518 | 10000 | 1590
floorplan | 0.180 | 5300 | 4450
CTS | 0.495 | 10000 | 1710
Power is estimated from default activity; no workload was simulated.
