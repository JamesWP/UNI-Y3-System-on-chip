==> /design/flow/design.v <==
module drawing_jp_rect( input  wire        clk,
                      input  wire        req,
                      output wire        ack,
                      output wire        busy,
                      input  wire [15:0] r0,
                      input  wire [15:0] r1,
                      input  wire [15:0] r2,
                      input  wire [15:0] r3,
                      input  wire [15:0] r4,
                      input  wire [15:0] r5,
                      input  wire [15:0] r6,
                      input  wire [15:0] r7,
                      output wire        de_req,
                      input  wire        de_ack,
                      output wire [17:0] de_addr,
                      output wire  [3:0] de_nbyte,
                      output wire        de_rnw,
                      output wire [31:0] de_w_data,
                      input  wire [31:0] de_r_data );
reg  [2:0]  state;
initial state = 0;  
wire        cols_to_draw;   
wire        last_col;       
wire        rows_to_draw;   
reg  [15:0] startx;         
reg  [15:0] starty;         
reg  [ 7:0] width;          
reg  [ 7:0] height;         
reg  [ 7:0] colourPalet [1:0];
reg  [15:0] patternRegBank [3:0];
wire [15:0] startxWord;     
wire [15:0] nextStartx;     
wire [ 2:0] pxDone;         
wire [15:0] nextWidth;      
reg  [15:0] remHeight;      
wire [15:0] nextRemHeight;  
wire [15:0] colx;           
reg  [ 3:0] colmask;        
wire [15:0] coloffset;      
wire [15:0] curY;           
wire [ 1:0] patternRegSel;  
wire [15:0] patternReg;     
wire [ 7:0] row;            
wire [ 3:0] pattern;        
always @ (posedge clk)
begin
  case (state)
    0:
      state <= (req)? 1:0;
    1:
      state <= 2;
    2:
      state <= (cols_to_draw)? 3:4; 
    3:
      if(rows_to_draw || !de_ack)
        state <= 3;
      else
        state <= (last_col)? 2:4;
    4:
      state <= 0;
    default:
      state <= 0;
  endcase
end
always @ (posedge clk)
begin
  case (state)
    0:
    begin
      if(req)
      begin
        startx = r0;
        starty = r1;
        width  = r2[15:8];
        height = r2[ 7:0];
        colourPalet[0]= r3[15:8];
        colourPalet[1]= r3[ 7:0];
        patternRegBank[0] = r4;
        patternRegBank[1] = r5;
        patternRegBank[2] = r6;
        patternRegBank[3] = r7;
      end
    end
    1:
    begin
    end
    2:
    begin
      if(cols_to_draw)
      begin
        remHeight = height;  
      end
    end
    3:
    begin
      if(!de_ack)
        ;
      else if(rows_to_draw)
        remHeight = remHeight - 1;
      else if(last_col)
        begin
          startx = nextStartx;
          width = nextWidth;
        end
    end
  endcase
end
assign busy = (state==0||state==4)? 0:1;
assign ack = (state==1)? 1:0;
assign cols_to_draw = (width>0)? 1:0;
assign last_col = (nextWidth>0)? 1:0;
assign rows_to_draw = nextRemHeight>0;
assign startxWord = startx&((0-1)<<2);
assign pxDone = (width>3)? (4) - (startx & 2'h3):width;
assign nextStartx = startxWord + (1<<2);
assign nextWidth = width - pxDone;
assign nextRemHeight = remHeight - 1;
assign curY = starty+nextRemHeight;
assign colx = startxWord;
assign coloffset = startx - startxWord;
assign patternRegSel = curY[2:1];
assign patternReg = patternRegBank[patternRegSel];
assign row = curY[0]? patternReg[15:8]:patternReg[7:0];
assign pattern = startxWord[2]? row[3:0]:row[7:4];
assign de_req = (state==3)? 1:0;
assign de_addr =  ( (curY<<5) + (curY<<7) + (startxWord>>2) );
assign de_nbyte = ~colmask;
assign de_rnw = 0;
assign de_w_data = {
  colourPalet[pattern[0]],
  colourPalet[pattern[1]],
  colourPalet[pattern[2]],
  colourPalet[pattern[3]]};
always @ (coloffset,pxDone)
begin
  case(pxDone)
    1: begin case (coloffset)
        3:colmask <= 4'b1000;
        2:colmask <= 4'b0100;
        1:colmask <= 4'b0010;
        0:colmask <= 4'b0001;
        default colmask<=4'bxxxx;
       endcase end
    2: begin case (coloffset)
        2:colmask <= 4'b1100;
        1:colmask <= 4'b0110;
        0:colmask <= 4'b0011;
        default colmask<=4'bxxxx;
       endcase end
    3: colmask <= (coloffset==0)? 4'b1110:4'b0111;
    4: colmask <= 4'b1111;
    default: colmask<=4'bxxxx;
  endcase
end
endmodule
==> /design/flow/run.sh <==
#!/bin/bash
# OpenROAD 26Q1-2900-gdf79404cd8, Yosys 0.63+post, stock flow scripts
make -C /OpenROAD-flow-scripts/flow DESIGN_CONFIG=/design/flow/config.mk WORK_HOME=/design/flow/orfs finish
==> /design/flow/config.mk <==
export PLATFORM = sky130hd
export DESIGN_NAME = drawing_jp_rect
export DESIGN_NICKNAME = drawing_jp_rect
export VERILOG_FILES = /design/flow/design.v
export SDC_FILE = /design/flow/constraint.sdc
export NUM_CORES = 4
export LEC_CHECK = 1
export CORE_UTILIZATION = 30
==> /design/flow/constraint.sdc <==
current_design drawing_jp_rect

set clk_period 21.8
set clk_io_pct 0.2

create_clock -name clk0 -period $clk_period [get_ports {clk}]

set non_clock_inputs [all_inputs -no_clocks]
set_input_delay [expr $clk_period * $clk_io_pct] -clock clk0 $non_clock_inputs
set_output_delay [expr $clk_period * $clk_io_pct] -clock clk0 [all_outputs]
==> CHANGELOG.md <==
### Metrics

- Max-cap violations: 0
- Setup_tns: 0 ns
- Crit. End Element: primary output
- Yosys Instances: 681
- Hold depth: 2
- Fin. Hold Viols: 0
- I/O pin cnt: 221
- Vias: 5829
- DR WL/cell: 16.35 um
- Fill cell count: 2544
- Total GRT Usage: 15.15%
- Reg2Reg Setup Slack: 17.66 ns
- Post-CTS Setup Repair Bufs: 0
- TritonCTS sink count: 144
- RSZ-0062 raised after global routing: no
- Reg2Reg Launch Point: width[6]
- Synthesis-to-layout area growth: 34.66%
- CTS H-tree depth: 4
- Min Tclk post-route: 10.29 ns
- Yosys Chip Area: 8180 um2
- Post-synth EDFFs: 141
- Main synth FF type: edfxtp_1
- Synth top area share: 51.76%
- Synth unique cells: 64
- HP Class: reg -> reg
- Max FO, Critical Path: 33
- Most numerous cell in the Yosys netlist: edfxtp_1
- Worst min-delay path startpoint: height[5]
- Routed Antenna Nets: 0
- Vias per inst: 4.778
- DRT Wirelength: 19.95 mm
- Final setup vio count: 0
- Crit Path Class: reg -> out
- Relative slew slack: 44.62%
- Leakage: 3.893 nW
- PostCTS Resize Cnt: 0
- Post-DP HPWL: 14.32 mm
- Status: finished clean
- Hold path endpoint: remHeight[5]
- CTS Hold Bufs: 0
- Worst-path cell chain: inv_1, ha_1, xor2_1, ha_1, xnor2_2, buf_4, inv_1, fa_1, fa_1, a21o_1, a21oi_1, o21bai_1, a2111oi_0, o31ai_1, a21oi_1, xnor2_1, clkdlybuf4s50_1
- CTS Buf Count: 17
- Core ar.: 26880 um2
- GPL Wtd Cong: 0.8684
- Global-route wire length before repair: 31.32 mm
- Number of synthesis warnings: 3
- Top cells, area: edfxtp_1 (52%), ha_1 (6.0%), mux2_2 (4.4%)
- Buffer depth of the longest clock path: 2
- Syn Inst Count: 681
- Pwr Density: approximately 79 nW/um2
- Late-Pin Clk Latency: 0.43 ns
- Die Span Y: 167.1 um
- Rows: 60
- Final period util: 47.20%
- Avg Cell Area, Syn: 12.01 um2
- Yosys reg bits: 144
- DRT Pass-1 Iters: 20
- CP max stage cell: a2111oi_0
- Tot Pwr: 0.8740 mW
- Die W: 167.1 um
- Initial antenna violation count: 4
- F_max: 97.18 MHz
- Commonest cells in the synthesized netlist: edfxtp_1 (141), nor2_1 (59), nand2_1 (54)
- Share of cells above drive strength 1: 10.95%
- Slew @ Worst Pin: 0.8307 ns
- TritonCTS clock tree: built
- Floorplan-stage core utilization: 30.44%
- Startpoint types: register
- Seq share, synth: a little over half
- Crit-path max cell delay: 0.66 ns
- Area leader, netlist: edfxtp_1
- Vias in the first global route: 5726
- R2R cell count: 13
- Slew Viols, Final: 0
- Mapped cell area: 8180 um2
- Port Buf Inserts: between 150 and 200
- Clock slew at reported path FFs: 0.07 ns
- Req. time, crit path: ~17 ns
- Fin Clk Skew: roughly 0.019 ns
- Post-route DRC: 0
- Peak supply drop: 0.06622 mV
- Ys async rst share: 0%
- Chip area: 27930 um2
- Root Buffer: clkbuf_16
- Tool warning count: roughly 66
- Largest net degree at the start of global routing: 65
- WP data arrival: 5.93 ns
- Remaining global-route overflow: 0
- Initial DRC count: just under 300
- Crit Reg-Reg Endpoint: startx[12]
-- cell type report --
class / instances / area (um2) / area share, %
diodes: 2 / 5.005 / 0.04543
flip-flops and latches: 144 / 4294 / 38.98
multi-input cells: 486 / 3682 / 33.43
repair buffers: 194 / 1917 / 17.40
inverters: 21 / 78.83 / 0.7156
clock inverters: 15 / 186.4 / 1.692
clock buffers: 17 / 425.4 / 3.862
well taps: 341 / 426.7 / 3.873
-- worst max-delay path, delay by kind of cell, from the launching register on --
kind | cells | cell delay, ns
DFF | 1 | 0.47
AOI/OAI and AO/OA | 6 | 1.55
xor gates and xnor gates | 3 | 0.68
adders and majority gates | 4 | 1.63
buffers and inverters | 4 | 1.17
-- layer usage --
layer | vias to the layer above | share of wire (%) | global-route usage, %
met2 | 211 | 44 | 23.10
li1 | 2922 | - | -
met5 | - | 0.12 | 0
met3 | 16 | 9.6 | 5.994
met4 | 4 | 1.1 | 1.476
met1 | 2676 | 45 | 22.08
-- metrics by stage --
step | instance area (um2) | util [%] | hold WS (ns) | cells | setup WS (ns)
4_1_cts | 11010 | 40.97 | 0.5227 | 1218 | 11.48
6_report | 11020 | 40.99 | 0.5202 | 1220 | 11.51
3_5_place_dp | 10400 | 38.69 | 0.5066 | 1186 | 12.00
3_3_place_gp | 10400 | 38.69 | 0.5042 | 1186 | 12.04
5_1_grt | 11010 | 40.98 | 0.5488 | 1219 | 11.16
2_1_floorplan | 8180 | - | 0.4597 | 681 | 8.011
-- registers in the layout (all words and copies together) (netlist names) --
name / count
patternRegBank: 64
colourPalet: 16
startx: 16
height: 8
state: 3
width: 8
remHeight: 16
starty: 13
-- cell usage in the layout, fill, tap and decap left out, drive strengths merged, types with 4 or more instances in the layout --
master,instances
clkbuf,17
edfxtp,141
ha,39
fa,9
nand2,54
nor3b,4
and3,6
nand2b,7
o21ai,35
clkinv,7
a21oi,30
a21o,6
buf,10
o31ai,5
xnor2,27
or3,4
a211oi,8
nor3,14
or4,9
nor2b,10
nor4,4
a31oi,13
mux2,32
mux2i,18
clkdlybuf4s50,184
and2,9
inv,29
xor2,20
a311oi,6
nand3,7
o21a,8
nor2,60
mux4,5
-- power by group --
group	leakage, nW	switching (mW)	total, mW	internal (mW)
clock network	0.297	0.142	0.299	0.157
logic	2.29	0.111	0.266	0.155
registers	1.30	0.00292	0.309	0.306
total	3.89	0.257	0.874	0.617
-- cell families after synthesis --
family	after synthesis	share of synthesized area [%]
other cells	1	0.04584
flops	144	52.49
buf+inv	51	2.723
mux	55	7.984
simple gates	201	12.36
compound gates	133	11.07
xor+xnor	47	5.032
fa+ha+maj	49	8.290
-- worst max-delay path by stage --
stage	from	to	slack, ns	cells after the start
finish	remHeight[0]	de_addr[16]	11.51	17
CTS	remHeight[0]	de_addr[16]	11.48	17
global route	remHeight[0]	de_addr[16]	11.16	17
No activity file was given, so power comes from the tool's default toggle rates.
