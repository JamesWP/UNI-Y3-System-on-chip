### /design/flow/run.sh
#!/bin/bash
# OpenROAD 26Q1-2900-gdf79404cd8, Yosys 0.63+post, stock flow scripts
make -C /OpenROAD-flow-scripts/flow DESIGN_CONFIG=/design/flow/config.mk WORK_HOME=/design/flow/orfs finish
### /design/flow/config.mk
export PLATFORM = sky130hd
export DESIGN_NAME = drawing_command
export DESIGN_NICKNAME = drawing_command
export VERILOG_FILES = /design/flow/design.v
export SDC_FILE = /design/flow/constraint.sdc
export NUM_CORES = 4
export LEC_CHECK = 1
export CORE_UTILIZATION = 40
### /design/flow/constraint.sdc
current_design drawing_command

set clk_period 7.2
set clk_io_pct 0.2

create_clock -name clk0 -period $clk_period [get_ports {clk}]
create_clock -name clk1 -period $clk_period [get_ports {uP_nwr}]

set non_clock_inputs [all_inputs -no_clocks]
set_input_delay [expr $clk_period * $clk_io_pct] -clock clk0 $non_clock_inputs
set_output_delay [expr $clk_period * $clk_io_pct] -clock clk0 [all_outputs]
### /design/flow/design.v
module drawing_command (
                 input  wire        reset,
                 input  wire        clk,
                 input  wire        clk2,
                 input  wire  [5:0] uP_address,
	         input  wire  [1:0] uP_nbs,
	         input  wire [15:0] uP_wdata,
	         output reg  [15:0] uP_rdata,
	         input  wire        uP_ncs,
	         input  wire        uP_nwr,
	         input  wire        uP_nrd,
		 output wire        uP_irq,
		 output wire        cmd_req,
		 input  wire        cmd_ack,
		 output wire [15:0] r0,
		 output wire [15:0] r1,
		 output wire [15:0] r2,
		 output wire [15:0] r3,
		 output wire [15:0] r4,
		 output wire [15:0] r5,
		 output wire [15:0] r6,
		 output wire [15:0] r7,
		 output wire [15:0] command,
		 input  wire        cmd_busy,
		 output wire        iq_req,
		 input  wire        iq_ack,
		 output reg  [19:0] iq_address,
		 output reg         iq_rnw,
		 output reg   [7:0] data_from_iq,
		 input  wire  [7:0] data_to_iq,
		 input  wire        iq_busy,
                 input  wire        v_blank,	 
                 input  wire        frame_over,	 
                 output reg   [5:0] port_out_1,
                 input  wire  [5:0] port_in_1
		 );
reg  [15:0] reg0, reg1, reg2, reg3;	 
reg  [15:0] reg4, reg5, reg6, reg7;	 
reg  [15:0] cmd;
reg         frame_irq;
wire        clr_irq;
wire [15:0] status;
reg go, go_1, go_2;
reg gg, gg_1, gg_2;
initial go = 0;
initial gg = 0;
assign #2 r0 = reg0;
assign #2 r1 = reg1;
assign #2 r2 = reg2;
assign #2 r3 = reg3;
assign #2 r4 = reg4;
assign #2 r5 = reg5;
assign #2 r6 = reg6;
assign #2 r7 = reg7;
assign #2 command = cmd;
assign #2 cmd_req = go_2;
assign #2 iq_req  = gg_2;
assign status = { 2'h0, port_in_1,
                  2'b00, frame_irq, v_blank,
		  2'b00, cmd_busy, iq_busy};
assign uP_irq = 0;			 
always @ (uP_address, uP_wdata, uP_ncs, uP_nwr)
  if (!uP_ncs && !uP_nwr)
    case (uP_address)
       0: reg0 = uP_wdata;
       1: reg1 = uP_wdata;
       2: reg2 = uP_wdata;
       3: reg3 = uP_wdata;
       4: reg4 = uP_wdata;
       5: reg5 = uP_wdata;
       6: reg6 = uP_wdata;
       7: reg7 = uP_wdata;
       8: cmd  = uP_wdata;
       9: port_out_1 = uP_wdata[5:0];
      12: iq_address[15:0]  = uP_wdata;
      13: iq_address[19:16] = uP_wdata[3:0];
      14: data_from_iq      = uP_wdata[7:0];
    endcase
always @ (uP_address, reg0, reg1, reg2, reg3, reg4, reg5, reg6, reg7,
          status, port_out_1, iq_address, data_to_iq)
  case (uP_address)
     0: uP_rdata = reg0;
     1: uP_rdata = reg1;
     2: uP_rdata = reg2;
     3: uP_rdata = reg3;
     4: uP_rdata = reg4;
     5: uP_rdata = reg5;
     6: uP_rdata = reg6;
     7: uP_rdata = reg7;
     9: uP_rdata = {10'h000, port_out_1};
    12: uP_rdata = iq_address[15:0];
    13: uP_rdata = {12'h000, iq_address[19:16]};
    14: uP_rdata = {8'h00, data_to_iq};		 
    15: uP_rdata = status;			 
    default: uP_rdata = 16'h2A2A;
  endcase
assign clr_irq = !uP_ncs && !uP_nrd && (uP_address == 15);
always @ (posedge uP_nwr)			 
if (!uP_ncs)
  if (uP_address == 6'h0E) iq_rnw <= 0;
  else                     iq_rnw <= 1;
always @ (posedge uP_nwr, posedge cmd_ack)	 
if (cmd_ack)
  begin
  go <= 0;
  end
else
  if (!uP_ncs)
    if (uP_address == 6'h08)
       go <= 1;
always @ (posedge clk, posedge cmd_ack)
if (cmd_ack)
  begin
  go_1 <= 0;
  go_2 <= 0;
  end
else
  begin
  go_1 <= go;
  go_2 <= go_1;
  end
always @ (posedge uP_nwr, posedge iq_ack)
if (iq_ack)
  begin
  gg <= 0;
  end
else
  if (!uP_ncs)
    if ((uP_address == 6'h0E) || (uP_address == 6'h0D) || (uP_address == 6'h0C))
      gg <= 1;
always @ (posedge clk, posedge iq_ack)
if (iq_ack)
  begin
  gg_1 <= 0;
  gg_2 <= 0;
  end
else
  begin
  gg_1 <= gg;
  gg_2 <= gg_1;
  end
always @ (frame_over, clr_irq)		 
if (frame_over)   frame_irq <= 1;
else if (clr_irq) frame_irq <= 0;
endmodule
==> results.md <==
| Quantity | Reported | Unit |
|:---|:---|:---|
| Run status | finished with violations | - |
| Failing checks | negative setup slack | - |
| Wire length reported by the detailed router | 22900 | um |
| Cell area reported after detailed placement | 7160 | um2 |
| Power density over the cells | 96.1 | nW/um2 |
| Total gr overflow | 0 | - |
| Instance count of the mapped netlist | 443 | - |
| Horizontal die dimension | 109 | um |
| Switching share of power | 0.245 | - |
| Number of fillers in the final layout | 563 | - |
| Clock group share of total power | 0.579 | - |
| Count of unclocked register or latch pins | 1 | - |
| Number of warning messages in the yosys log | 1 | - |
| Total cells reported by yosys after synthesis | 443 | - |
| Worst slack after detailed placement | 505 | ps |
| Crit start category | latch | - |
| Fin Hold WS | 355 | ps |
| Category of the critical setup timing path | latch to output pin | - |
| Vias post-DR | 5398 | - |
| Final critical-path setup slack | -371 | ps |
| Post-synthesis sequential element count | 186 | - |
| Starting density of the core | 0.415 | - |
| Max-Cap Viols | 0 | - |
| Count of tool warnings | 33 | - |
| Initial antenna violation count | 0 | - |
| Final hold violation count | 0 | - |
| Worst rel slew slack | 0.469 | - |
| Maximum number of pins on one net before global-route repair | 21 | - |
| Boundary Pins | 248 | - |
| Flop area | 2960 | um2 |
| Endpoints left unconstrained | 1 | - |
| Final-report max-slew violation count | 0 | - |
| Detailed Place HPWL | 13800 | um |
| First DRT Iteration DRCs | 624 | - |
| Required @ worst endpoint | 5760 | ps |
| Core Rows | 38 | - |
| Type of the worst min-delay path | flip-flop to flip-flop | - |
| Combined area of the multi-input logic cells | 1730 | um2 |
| Ant. Diodes | 0 | - |
| Antenna Violating Nets Remaining | 0 | - |
| Number of global-route vias before repair | 5408 | - |
| Overall fraction of global-route tracks in use | 0.401 | - |
| Distinct lib cells | 46 | - |
| Port buffer count | 241 | - |
| # DRC | 0 | - |
| Netlist area before placement | 4540 | um2 |
| RSZ-0062 raised after global routing | yes | - |
| Relative contribution of combinational cells to total power | 0.244 | - |
| Final weighted congestion of routability-driven global placement | 0.894 | - |
| Most used flip-flop cell after synthesis | sky130_fd_sc_hd__dlxtn_1 | - |
| Placeable Area | 10900 | um2 |
| Sequential Power Share | 0.177 | - |
| Worst ir drop on vdd | 0.229 | mV |
| Area of the synthesized netlist per yosys stat | 4540 | um2 |
| Post-route clock skew | 0.0259 | ps |
| Proportion of layout cells with a drive suffix above 1 | 0.296 | - |
| Detail-routed net length per standard cell | 25.6 | um |
| Worst Tran Pin Value | 794 | ps |
| Summed area of non-filler cells in the final layout | 9080 | um2 |
| Number of enable-type register cells in the synthesized netlist | 1 | - |
| Syn_area_per_cell | 10.3 | um2 |
| Async set or reset register ratio after synthesis | 0.0323 | - |
| DR vias/cell | 6.04 | - |
| Largest fanout of any net on the critical path | 2 | - |
| Area Overhead vs Synth | 99.9 | % |
| CP Data Arrival Time | 6130 | ps |
| Leak Pwr | 4.67 | nW |
| Final count of negative-setup-slack endpoints | 13 | - |
| Wire length of the first global-routing pass | 31900 | um |
| Internal power consumption | 0.000658 | W |
| Die boundary height | 109 | um |
| Fin Setup TNS | -795 | ps |
| Total die area | 11800 | um2 |
| TritonCTS clock tree | yes | - |
| Critical Path Sink Type | output pin | - |
| Sw Pwr | 0.000214 | W |
| Number of iterations in the first detailed-routing pass | 5 | - |
| Clock transition time at the flip-flop clock pins of the worst setup and hold paths | 50 | ps |
critical path: stages (launching register included):
cell and delay (ps):
sky130_fd_sc_hd__dlxtn_1 270, sky130_fd_sc_hd__mux2i_1 210, sky130_fd_sc_hd__o22ai_1 160, sky130_fd_sc_hd__a222oi_1 400
sky130_fd_sc_hd__nand3_1 160, sky130_fd_sc_hd__buf_2 160
power by group through the flow:
stage	logic, W	registers, W	clock network, W
CTS	0.000211	0.000149	0.000508
global route	0.000226	0.000160	0.000517
finish	0.000213	0.000154	0.000505
sequential cells by signal, indices dropped and copies added (netlist names), 6 cells and up:
name,cells
cmd,16
data_from_iq,8
iq_address,20
port_out_1,6
reg0,16
reg1,16
reg2,16
reg3,16
reg4,16
reg5,16
reg6,16
reg7,16
layout by cell type (no fill, tap or decap), types with 3 or more instances in the layout:
master / instances
sky130_fd_sc_hd__a22oi_1: 16
sky130_fd_sc_hd__dlxtn_1: 107
sky130_fd_sc_hd__dlxtn_2: 72
sky130_fd_sc_hd__nor2_2: 4
sky130_fd_sc_hd__dlygate4sd2_1: 3
sky130_fd_sc_hd__dlymetal6s2s_1: 58
sky130_fd_sc_hd__nand2_1: 22
sky130_fd_sc_hd__a221oi_2: 4
sky130_fd_sc_hd__nand3_1: 16
sky130_fd_sc_hd__clkinv_1: 7
sky130_fd_sc_hd__buf_2: 16
sky130_fd_sc_hd__nor4_1: 5
sky130_fd_sc_hd__and3_4: 7
sky130_fd_sc_hd__buf_4: 35
sky130_fd_sc_hd__a221oi_1: 4
sky130_fd_sc_hd__a2111oi_4: 5
sky130_fd_sc_hd__and3_1: 32
sky130_fd_sc_hd__inv_1: 6
sky130_fd_sc_hd__a21oi_1: 5
sky130_fd_sc_hd__nand3b_1: 3
sky130_fd_sc_hd__dfrtp_1: 6
sky130_fd_sc_hd__and2_1: 3
sky130_fd_sc_hd__nor2_1: 6
sky130_fd_sc_hd__nor3_1: 9
sky130_fd_sc_hd__o21ai_1: 6
sky130_fd_sc_hd__clkdlybuf4s50_1: 161
sky130_fd_sc_hd__nor2b_1: 3
sky130_fd_sc_hd__clkbuf_16: 56
sky130_fd_sc_hd__nand4_1: 8
sky130_fd_sc_hd__nand2b_1: 6
sky130_fd_sc_hd__a2111oi_2: 4
sky130_fd_sc_hd__mux2i_1: 19
repair_timing:
action,CTS,global route
pin swaps,41,24
setup buffers,5,6
gates resized,102,133
setup endpoints to repair,19,99
hold buffers,0,0
per-stage QoR:
step | std cells | util | total power (W)
final | 894 | 0.830 | 0.000872
after CTS | 888 | 0.799 | 0.000868
after global placement | 818 | 0.655 | 0.000361
after floorplan | 443 | - | 0.000184
after global routing | 894 | 0.830 | 0.000903
after detailed placement | 818 | 0.655 | 0.000361
per-layer routing:
| layer | vias to the layer above | wire length [um] | global-route usage |
|---|---|---|---|
| met4 | 0 | 826 | 0.130 |
| met5 | - | 0 | 0.0179 |
| li1 | 2210 | - | - |
| met2 | 523 | 10200 | 0.572 |
| met3 | 84 | 3540 | 0.206 |
| met1 | 2581 | 8330 | 0.539 |
Yosys cell counts (2+ instances only):
cell                          n  area, um2
sky130_fd_sc_hd__dlxtn_1    179       2690
sky130_fd_sc_hd__and3_1      39        244
sky130_fd_sc_hd__nand2_1     22       82.6
sky130_fd_sc_hd__mux2i_1     20        200
sky130_fd_sc_hd__nand3_1     18       90.1
sky130_fd_sc_hd__a22oi_1     16        120
sky130_fd_sc_hd__clkbuf_1    14       52.6
sky130_fd_sc_hd__a2111oi_0   10       87.6
sky130_fd_sc_hd__nor3_1      10       50.1
sky130_fd_sc_hd__buf_2        9       45.0
sky130_fd_sc_hd__a221oi_1     8       70.1
sky130_fd_sc_hd__nand4_1      8       50.1
sky130_fd_sc_hd__o21ai_0      8       40.0
sky130_fd_sc_hd__dfrtp_1      6        150
sky130_fd_sc_hd__inv_1        6       22.5
sky130_fd_sc_hd__nand2b_1     6       37.5
sky130_fd_sc_hd__nor2_1       6       22.5
sky130_fd_sc_hd__nor4_1       6       37.5
sky130_fd_sc_hd__a21oi_1      5       25.0
sky130_fd_sc_hd__buf_4        4       30.0
sky130_fd_sc_hd__nor2_2       4       25.0
sky130_fd_sc_hd__and2_1       3       18.8
sky130_fd_sc_hd__nand3b_1     3       22.5
sky130_fd_sc_hd__nor2b_1      3       18.8
sky130_fd_sc_hd__o22ai_1      3       18.8
sky130_fd_sc_hd__a211oi_1     2       15.0
sky130_fd_sc_hd__a222oi_1     2       20.0
sky130_fd_sc_hd__a31o_2       2       17.5
sky130_fd_sc_hd__a31oi_1      2       12.5
sky130_fd_sc_hd__buf_6        2       22.5
sky130_fd_sc_hd__mux4_2       2       45.0
path summary, 6_finish.rpt:
| kind | startpoint | endpoint | slack [ps] | depth (start not counted) |
|---|---|---|---|---|
| max in group asynchronous | iq_ack | gg_1 | 5660 | 2 |
| min in group gated | uP_address[5] | clock gate | 8830 | 3 |
| min in group clk1 | go | go | 480 | 1 |
| max | reg2[10] | uP_rdata[10] | -370 | 5 |
| min reg2reg | gg_1 | gg_2 | 350 | 0 |
| max in group clk1 | uP_wdata[3] | data_from_iq[3] | 2520 | 1 |
| min | gg_1 | gg_2 | 350 | 0 |
| max reg2reg | gg | gg_1 | 6020 | 0 |
| min in group asynchronous | cmd_ack | go | 720 | 2 |
| max in group gated | uP_address[4] | clock gate | 990 | 3 |
cell type report:
type                       count  area share
clock inverter                 8     0.00620
timing repair buffer         275       0.301
tap                          140      0.0193
inverter                       6     0.00248
multi-input combinational    222       0.191
clock buffer                  57       0.155
sequential                   186       0.326
kinds of logic after synthesis:
| logic type | after synthesis | synth area share |
|---|---|---|
| mux | 22 | 0.0540 |
| latches | 179 | 0.592 |
| simple gates | 137 | 0.174 |
| other cells | 1 | 0.000826 |
| buf+inv | 35 | 0.0380 |
| flops | 7 | 0.0397 |
| compound gates | 62 | 0.102 |
No activity file was given, so power comes from the tool's default toggle rates.
